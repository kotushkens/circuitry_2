<file path="design/flow/design.v">
`timescale 1ns / 1ps
module accel(
	input rst_i,
	input clk_i,
	input start_i,
	input [7 : 0] a_in,
	input [7 : 0] b_in,
	output busy_out,
	output reg [15 : 0] y_out
);
    wire [15 : 0] result;
    reg [7 : 0] a, b;
    reg [2 : 0] state, state_next;
    localparam IDLE = 3'b000;
    localparam CUBE_ON = 3'b001;
    localparam CUBE_WORK = 3'b010;
    localparam MUL_ON = 3'b011;
    localparam MUL_WORK = 3'b100;
    wire [7:0] cube1_out;
    wire cube1_busy;
    reg cube1_start;
    wire [7:0] double_cube_res;
    cube cube1(
        .clk_i(clk_i),
        .rst_i(rst_i),
        .x_bi(b),
        .start_i(cube1_start),
        .busy_o(cube1_busy),
        .y_bo(cube1_out)
    );
    wire [15 : 0] mul1_out;
    wire mul1_busy;
    reg mul1_start;
    mul mul1(
    	.clk_i(clk_i),
    	.rst_i(rst_i),
    	.a_bi(a),
    	.b_bi(3),
    	.start_i(mul1_start),
    	.busy_o(mul1_busy),
    	.y_bo(mul1_out)
    );
    assign busy_out = rst_i | (state != 0);
    assign double_cube_res = cube1_out << 1;
    assign result = double_cube_res + mul1_out;
    always @(posedge clk_i)
        if (rst_i) begin
            state <= IDLE;
        end else begin
            state <= state_next;
        end
    always @* begin
        case(state)
            IDLE:  state_next <= (start_i) ? CUBE_ON : IDLE;
            CUBE_ON: state_next <= CUBE_WORK;
            CUBE_WORK: state_next <= (cube1_busy) ? CUBE_WORK : MUL_ON;
            MUL_ON: state_next <= MUL_WORK;
            MUL_WORK: state_next <= (mul1_busy) ? MUL_WORK : IDLE; 
        endcase
    end
    always @(posedge clk_i) begin
        if (rst_i) begin
            y_out <= 0;
            cube1_start <= 1'b0;
            mul1_start <= 1'b0;
        end else begin
            case (state)
                IDLE:
                    begin
                    if (start_i) begin
                       a <= a_in;
                       b <= b_in;
                       cube1_start <= 1'b1;
                       end
                    end
                CUBE_WORK:
                    begin
                        cube1_start <= 1'b0;
                        if (!cube1_busy) begin
                            mul1_start <= 1'b1;
                        end
                    end
                MUL_WORK:
                    begin
                        mul1_start <= 1'b0;
                        if (!mul1_busy) begin
                            y_out <= result;
                        end
                    end
            endcase
        end
    end
endmodule
`timescale 1ns / 1ps
module cube (
    input clk_i,
    input rst_i,
    input [7:0] x_bi,
    input start_i, 
    output busy_o,
    output reg [7:0] y_bo 
);
    localparam IDLE = 3'b000;
    localparam STATE1 = 3'b001;
    localparam STATE2 = 3'b010;
    localparam STATE3 = 3'b011;
    localparam STATE4 = 3'b100;
    localparam START = 6'sd6;
    localparam END = -(6'sd3);
    reg [7:0] x;
    reg [7:0] b;
    reg [5:0] s;
    reg [7:0] y;
    wire [5:0] end_step;
    reg [2:0] state = IDLE;
    reg [2:0] state_next;
    assign end_step = (s == END);
    assign busy_o = (state != IDLE);
    reg [7:0] mul_a; 
    reg [7:0] mul_b;
    wire [15:0] mul_out;
    reg mul_start;
    wire mul_busy;
    mul mul_t (
        .clk_i(clk_i),
        .rst_i(rst_i),
        .a_bi(mul_a), 
        .b_bi(mul_b),
        .start_i(mul_start),
        .busy_o(mul_busy),
        .y_bo(mul_out)
    );
always @(posedge clk_i)
    if (rst_i) begin
        state <= IDLE;
    end else begin
        state <= state_next;
    end
always @* begin
    case(state) 
        IDLE: state_next = (start_i) ? STATE1 : IDLE;
        STATE1: state_next = (end_step) ? IDLE : STATE2;
        STATE2: state_next = mul_busy ? STATE2 : STATE3;
        STATE3: state_next = mul_busy ? STATE3 : STATE4;
        STATE4: state_next = STATE1;
    endcase
end  
always @(posedge clk_i)
    if (rst_i) begin
       s <= START;
       y <= 0;
       y_bo <= 0;
       x <= x_bi;
       mul_start <= 1'b0;
    end else begin
        case(state)
            IDLE: 
                begin
                    if (start_i) begin
                        x <= x_bi;
                        mul_a <= 3;
                        mul_b <= y;
                        s <= START;
                        y <= 0;
                    end
                end
            STATE1:
                begin
                    if (!end_step) begin
                        mul_start <= 1'b1;
                        b <= 1 << s;
                        y <= y << 1;
                    end else begin
                        y_bo <= y;
                    end
                end
            STATE2:
                begin
                    if (!mul_busy) begin
                        mul_a <= mul_out;
                        mul_b <= y + 1;
                        mul_start <= 1'b1;
                    end else begin
                        mul_start <= 1'b0;
                    end
                end
            STATE3:
                begin
                    mul_start <= 1'b0;
                    if (!mul_busy) begin
                        b <= (mul_out + 1) << s;
                        if (x >= b) begin
                            x <= x - b;
                            y <= y + 1;
                        end
                        s <= s - 3;
                    end
                end
            STATE4:
                begin
                    mul_a <= 3;
                    mul_b <= y;
                end
        endcase 
    end
endmodule
`timescale 1ns / 1ps
module mul(
    input clk_i,
    input rst_i,
    input [7:0] a_bi,
    input [7:0] b_bi,
    input start_i,
    output busy_o,
    output reg [15:0] y_bo
);
    localparam IDLE = 1'b0;
    localparam WORK = 1'b1;
    reg [3:0] ctr;
    wire [3:0] end_step;
    wire [3:0] part_sum;
    wire [15:0] shifted_part_sum;
    reg [7:0] a, b;
    reg [15:0] part_res;
    reg state;
    reg state_next;
    assign part_sum = a & {8{b[ctr]}};
    assign shifted_part_sum = part_sum << ctr;
    assign end_step = (ctr == 3'd7);
    assign busy_o = state;
    always @(posedge clk_i)
        if (rst_i) begin
            state <= IDLE;
        end else begin
            state <= state_next;
        end
    always @* begin
        case(state)
            IDLE: state_next = (start_i) ? WORK : IDLE;
            WORK: state_next = (end_step) ? IDLE : WORK;
        endcase
    end
    always @(posedge clk_i)
        if (rst_i) begin
            ctr <= 0;
            part_res <= 0;
            y_bo <= 0;
        end else begin
            case (state)
                IDLE:
                    if (start_i) begin
                        a <= a_bi;
                        b <= b_bi;
                        ctr <= 0;
                        part_res <= 0;
                    end
                WORK:
                    begin
                        if (end_step) begin
                            y_bo <= part_res;
                        end
                        part_res <= part_res + shifted_part_sum;
                        ctr <= ctr + 1;
                    end
            endcase
        end
endmodule
</file>
<file path="design/flow/constraint.sdc">
current_design accel

set clk_period 4.2
set clk_io_pct 0.2

create_clock -name clk0 -period $clk_period [get_ports {clk_i}]

set non_clock_inputs [all_inputs -no_clocks]
set_input_delay [expr $clk_period * $clk_io_pct] -clock clk0 $non_clock_inputs
set_output_delay [expr $clk_period * $clk_io_pct] -clock clk0 [all_outputs]
</file>
<file path="design/flow/run.sh">
#!/bin/bash
# OpenROAD 26Q1-2900-gdf79404cd8, Yosys 0.63+post, stock flow scripts
make -C /OpenROAD-flow-scripts/flow DESIGN_CONFIG=/design/flow/config.mk WORK_HOME=/design/flow/orfs finish
</file>
<file path="design/flow/config.mk">
export PLATFORM = sky130hd
export DESIGN_NAME = accel
export DESIGN_NICKNAME = accel
export VERILOG_FILES = /design/flow/design.v
export SDC_FILE = /design/flow/constraint.sdc
export NUM_CORES = 4
export LEC_CHECK = 1
export CORE_UTILIZATION = 30
</file>
==> notes.org <==
#+TITLE: Synthesis and PnR summary

** Clock network
- CTS placed an instance of clkbuf_16 at the clock tree root.
- Clock tree synthesis inserted a total of 17 buffers.
- Level count of the clock H-tree :: 4
- Total of cells resized after clock tree synthesis :: 0
- TritonCTS clock tree :: yes
- Clock transition at the registers of the reported paths :: around 0.06 ns
- Number of buffers inserted by hold repair at cts :: 0
- Maximum count of clock buffers along a single path :: 2
- Number of buffers added for setup after CTS :: 0
- Clock latency at the later pin of the worst-skew pair :: 0.43 ns

** Route
- The detailed router placed slightly below 7000 vias in this run.
- Number of DRC markers after the initial detailed-route iteration :: between 400 and 500
- The DRC violation total left in the routed layout is recorded as 0.
- The final layout contains routed wiring with a total length of roughly 18000 microns.
- The count of nets left with antenna violations once routing finished came out at 0.
- Per-cell routed wire length :: roughly 13 microns
- First-pass iteration count of the detailed router :: 6
- Mean number of vias per cell :: about 4.9
- Number of antenna cells inserted :: 0

** Die
- IO Count :: 36
- Standard-cell rows :: just over 60
- Core ar. :: a little under 30000 sq um
- In the floorplan report the effective utilization is 0.308.
- The vertical die dimension reported for this design is around 170 microns.
- Die Wd :: 175 microns
- Overall chip area :: about 31000 sq um

** Worst setup path
- Type of the setup path with the least slack :: register to register
- Kind of capture point of the worst setup path :: register
- For the worst reg-to-reg path, the startpoint reported by OpenROAD is cube1.mul_t.ctr[1]$_SDFFE_PP0P_.
- Per the timing report, the biggest fanout along the worst path comes to 13.
- Crit path max-delay cell type :: dfxtp_1
- Cells along the critical path :: mux4_2, mux2i_1, nor3_1, ha_1, fa_1, a21o_1, a21oi_1, nor2b_1, o21ai_1, or4b_1, o311ai_0
- Destination of the worst register-to-register timing path :: cube1.mul_t.part_res[6]$_SDFFE_PP0P_
- The worst register-to-register path depth is 11.
- Per STA, the startpoint of the critical path is cube1.mul_t.ctr[1]$_SDFFE_PP0P_.
- Worst endpoint data arrival time :: between 3 and 4 ns
- Biggest cell delay along the critical path :: 0.62 ns
- The OpenROAD report gives the critical path a required time of about 4.5 ns.
- Worst-case register-to-register setup slack :: roughly 0.76 ns
- The worst setup path is launched from a register.
- Worst setup path end :: cube1.mul_t.part_res[6]$_SDFFE_PP0P_

** Global route
- Gr usage total :: 0.123
- The number of antenna violations at the first check in global routing came to 0.
- The first global-routing pass estimated a little over 30000 microns of wire.
- Entering global routing, the biggest net connects about 54 pins.
- Aggregate global routing overflow :: 0
- The via count of the first global-routing pass came to about 6200.

** Final timing
- Worst-case clock skew :: 0.0152 ns
- The transition time recorded at the tightest slew-check pin is about 0.9 ns.
- Counting pins that exceed their max-slew limit in the final report gives 0.
- Register pins left without a clock :: 6
- The slew check shows that the tightest pin keeps a relative margin of 0.410.
- Endpoints failing hold :: 0
- In the post-route analysis, the smallest setup slack over all paths is between 0.7 and 0.8 ns.
- Adding up every negative setup slack in the final design gives 0 ns.
- For this run, the final setup violation count is recorded as 0.
- Highest clock rate :: between 200 and 300 MHz
- Setup repair after global routing left no endpoint under its margin.
- Of the available clock period, the critical path in the final layout requires 0.819.
- 6 endpoints have no timing constraint.
- After layout, the minimum clock period comes to 3.44 ns.

** Power
- The script computed a power per unit cell area of between 300 and 400 nW/um^2.
- The leakage power in the latest report is around 3.7 nW.
- Largest vdd supply drop :: between 0.00015 and 0.0002 V

** Flow run
- Count of tool warnings :: 30
- Max-capacitance violation count :: 0

** Synth
- Counting flops with an async set or reset pin after synthesis yields a share of 0.
- The Yosys step of the flow raised 4 warnings.
- The post-synth count of flops with an enable pin is between 50 and 60.
- Averaged over all synthesized cells, the footprint is approximately 9 sq um.
- Yosys Chip Area :: 8970 sq um
- Distinct cell type count after synthesis :: ~86
- Gate count of the mapped netlist :: about 1000
- The synth_stat.txt file lists the number of cells as 997.
- The mapped netlist covers 8970 sq um.
- Counting flops and latches in the post-synthesis netlist gives ~170.
- Most common reg cell :: dfxtp_1

** Final layout
- Leaving out buffers and inverters, the combinational logic in the layout accounts for roughly 4700 sq um.
- Of the cells placed in the final design, the portion with a size suffix greater than 1 is 0.0721.
- Seq. cell area :: between 3000 and 4000 sq um
- The flow measured a signed area growth from synthesis to layout of 12.9%.
- The layout has 2919 filler cells.
- The finished cells cover 10100 sq um.

** Placement
- As logged by OpenROAD, the buffers inserted on ports number 31.
- Estimated wirelength of the detail-placed design :: 12700 microns
- Weighted congestion at the end of routability-driven global placement :: between 0.8 and 0.9
- The pre-CTS setup check shows a worst slack of around 0.76 ns.
- Per the detailed placement report, the placed cell area equals roughly 9600 sq um.

** Hold path
- Worst hold path class :: register to register

** Outcome
- Result of the run :: finished, final reports clean
## registers in the layout (all words and copies together), names as in the netlist, 7 cells and up
name / flops
b: 8
cube1.b: 8
y_out: 16
cube1.mul_b: 8
cube1.mul_t.b: 8
mul1.y_bo: 16
cube1.mul_t.y_bo: 8
cube1.mul_t.part_res: 8
cube1.x: 8
mul1.part_res: 16
cube1.y_bo: 7
cube1.y: 8
## kinds of logic after synthesis
| group | share of synthesized area |
|---|---|
| AND/OR/NAND/NOR | 0.210 |
| AND-OR/OR-AND | 0.175 |
| flip-flops | 0.420 |
| buffers and inverters | 0.0486 |
| adder cells (fa/ha/maj) | 0.0689 |
| XOR/XNOR | 0.0391 |
| multiplexers | 0.0286 |
| latches | 0.0100 |
| other | 0.000418 |
## synth_stat cells, drive strengths merged, types with 20 or more instances
library cell | number | share of area
o21ai | 46 | 0.027
buf | 24 | 0.017
nor2 | 96 | 0.040
mux2i | 20 | 0.022
a21oi | 84 | 0.047
nor3 | 35 | 0.020
edfxtp | 56 | 0.19
nand3 | 31 | 0.017
inv | 38 | 0.016
a211oi | 20 | 0.018
clkbuf | 36 | 0.015
xnor2 | 29 | 0.028
dfxtp | 104 | 0.23
nand2 | 119 | 0.050
ha | 43 | 0.060
## report_power, final
part / switching (mW) / total, mW / internal [mW]
clock network: 0.660 / 1.51 / 0.847
registers: 0.0232 / 1.65 / 1.63
logic: 0.111 / 0.189 / 0.0789
total: 0.794 / 3.35 / 2.55
## layout by cell type (no fill, tap or decap), types with 15 or more instances in the layout
cell / n
o21ai_0: 36
a21oi_1: 83
nor2_1: 95
xnor2_1: 29
clkbuf_16: 17
dfxtp_1: 104
nor2b_1: 15
inv_1: 38
nor3b_1: 17
nand2_1: 119
a211oi_1: 18
nor3_1: 34
ha_1: 43
mux2i_1: 20
nand3_1: 31
edfxtp_1: 56
clkdlybuf4s50_1: 30
## worst min path at each step
stage | slack [ns] | cells after the start | to | from
4_1_cts | 0.41 | 0 | cube1.mul_t.a[2]$_DFFE_PP_ | cube1.mul_a[2]$_SDFFCE_PN0P_
5_1_grt | 0.42 | 0 | cube1.mul_t.a[2]$_DFFE_PP_ | cube1.mul_a[2]$_SDFFCE_PN0P_
6_report | 0.41 | 0 | cube1.mul_t.a[2]$_DFFE_PP_ | cube1.mul_a[2]$_SDFFCE_PN0P_
## area by class of cell
| cell class | instances | area share |
|---|---|---|
| flip-flops and latches | 166 | 0.381 |
| well taps | 384 | 0.0475 |
| repair buffers | 41 | 0.0378 |
| clock inverters | 12 | 0.0121 |
| clock buffers | 19 | 0.0438 |
| multi-input cells | 736 | 0.464 |
| inverters | 39 | 0.0145 |
## metal layers
layer  share of wire  global-route usage  vias to the layer above  routed length, microns
met3           0.032              0.0189                       19                     572
met4           0.016              0.0163                        0                     295
met5               0                   0                        -                       0
met1            0.50               0.194                     3163                    9150
met2            0.45               0.189                       95                    8110
li1                -                   -                     3565                       -
## per-stage QoR
| stage | hold slack, ns | power (mW) | utilization | instances |
|---|---|---|---|---|
| 2_1_floorplan | 0.400 | 1.82 | - | 1001 |
| 3_3_place_gp | 0.404 | 1.87 | 0.328 | 1366 |
| 3_5_place_dp | 0.405 | 1.87 | 0.328 | 1366 |
| 4_1_cts | 0.414 | 3.38 | 0.348 | 1397 |
| 5_1_grt | 0.420 | 3.48 | 0.348 | 1397 |
| 6_report | 0.412 | 3.35 | 0.348 | 1397 |
## critical path, delay by kind of cell (launching register included)
| kind | cells | cell delay, ns |
|---|---|---|
| mux | 2 | 0.79 |
| compound gates | 4 | 0.65 |
| fa+ha+maj | 2 | 0.65 |
| flops | 1 | 0.62 |
| simple gates | 3 | 0.62 |
Power is estimated from default activity; no workload was simulated.
